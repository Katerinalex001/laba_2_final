==> /design/flow/design.v <==
module APB_master
(
    input wire PCLK,                     
    input wire PWRITE_MASTER,            
    output reg PSEL = 0,                 
    input wire [31:0] PADDR_MASTER,      
    input wire [31:0] PWDATA_MASTER,     
    output reg [31:0] PRDATA_MASTER = 0, 
    output reg PENABLE = 0,              
    input wire PRESET,                   
    input wire PREADY,                   
    output reg [31:0] PADDR = 0,         
    output reg [31:0] PWDATA = 0,        
    input  wire [31:0] PRDATA,           
    output reg PWRITE = 0                
);
function void apb_write(input  [31:0] inp_addr, input  [31:0] inp_data);  
begin
  PSEL = 1'd1;         
  PADDR = inp_addr;    
  PWDATA = inp_data;   
  PWRITE = 1'd1;       
  PENABLE = 1'd1;      
  if(PREADY)
   begin
     PSEL = !PSEL;         
     PENABLE = !PENABLE;  
   end
end
endfunction
function void apb_read(input [31:0] inp_addr);  
begin
  if(!PREADY)
  begin
    PADDR = inp_addr;  
    PWRITE = 1'd0;
    PSEL = 1'd1;
    PENABLE = 1'd1;
  end
  else if(PREADY)
   begin
     PSEL = !PSEL;
     PENABLE = !PENABLE;
   end
end
endfunction
always @(posedge PCLK) 
begin
    if(PRESET)  
    begin
      PADDR <= 32'b0;
      PWDATA <= 32'b0;
      PWRITE <= 1'b0;
      PSEL <= 1'b0;
      PENABLE <= 1'b0;
    end
    else if (!PWRITE_MASTER)  
     begin
        apb_read(PADDR_MASTER);  
     end
    else if (PWRITE_MASTER)  
     begin
        apb_write(PADDR_MASTER, PWDATA_MASTER);
     end
  end
always @(posedge PREADY)  
begin
  if (!PWRITE_MASTER)      
    begin
     PRDATA_MASTER <=PRDATA;  
    end
end
endmodule
==> /design/flow/run.sh <==
#!/bin/bash
# OpenROAD 26Q1-2900-gdf79404cd8, Yosys 0.63+post, stock flow scripts
make -C /OpenROAD-flow-scripts/flow DESIGN_CONFIG=/design/flow/config.mk WORK_HOME=/design/flow/orfs finish
==> /design/flow/config.mk <==
export PLATFORM = sky130hd
export DESIGN_NAME = APB_master
export DESIGN_NICKNAME = APB_master
export VERILOG_FILES = /design/flow/design.v
export SDC_FILE = /design/flow/constraint.sdc
export NUM_CORES = 4
export LEC_CHECK = 1
export CORE_UTILIZATION = 50
==> /design/flow/constraint.sdc <==
current_design APB_master

set clk_period 1.4
set clk_io_pct 0.2

create_clock -name clk0 -period $clk_period [get_ports {PCLK}]
create_clock -name clk1 -period $clk_period [get_ports {PREADY}]

set non_clock_inputs [all_inputs -no_clocks]
set_input_delay [expr $clk_period * $clk_io_pct] -clock clk0 $non_clock_inputs
set_output_delay [expr $clk_period * $clk_io_pct] -clock clk0 [all_outputs]
==> qor.yml <==
status:
  status: "complete, but fails checks"
  violations: "setup timing"
clock_network:
  path_clk_slew_ps: 90
  clock_sinks: 99
  cts_tree: "built"
  ctsHoldBuffers: 0
power_and_ir_drop:
  p_per_area_mw_per_mm2: 1620
  finalPower_uw: 10500
  max-vdd-ir-drop_v: 0.00147
  p_leak_uw: 0.00279
die:
  chipArea_mm2: 0.00773
  chipWidth_um: 87.9
  io_pins: 199
  core_mm2: 0.00694
  row_count: 30
  floorplan.core_util_pct: 53.2
  chipHeight_um: 87.9
global_routing:
  grt_pass1_vias: 4221
  grt_usage_pct: 49.7
  antenna_found_initial: 3
  grt_pass1_wl_um: 24200
  gr-total-overflow: 0
  grt_max_degree: 100
worst_setup_path:
  worstPathArrival_ps: 1670
  start_kind: "clock port"
  path_class: "clock port to flip-flop"
  endpoint_kind: "flip-flop"
  required_ps: 1640
  critPathMaxFanout: 5
placed_design:
  placed_area_mm2: 0.00566
  place_congestion: 0.755
  port_buffers: 197
  dp_hpwl_um: 7280
  place_inst: 564
yosys:
  yosys-stat-area_mm2: 0.00369
  ys_ff: 99
  ys_warn_count: 1
  synth_cell_types: 15
  syn_area_mm2: 0.00369
  synth_cells: 291
  ys_seq_share_pct: 62.4
  ys_cells: 291
  avgSynthCellArea_um2: 12.7
route:
  wl_per_cell_um: 29.6
  first_iter_violations: 343
  vias_per_cell: 5.97
  drc_errors: 0
  drt_first_pass_iters: 5
  ant_nets: 0
  num_vias: 3744
  wl_um: 18600
final_layout:
  syn2layout_area_growth_pct: 75.1
  instances_no_fill: 627
  stdcell_area_mm2: 0.00646
  final_layout_size_suffix_gt1_share_pct: 25.0
  final_core_util_pct: 93.1
run:
  warnings: 97
  max_cap_viol_count: 0
final_timing:
  slew_headroom_pct: 74.9
  setup_viol: 2
  slew_violations: 0
  skew_ps: 0
  worst_slew_pin_slew_ps: 376
  tns_ps: -28.6
  hold_viol_final: 0
  timing.final.ws_setup_ps: -22.6
hold_path:
  hp-class: "clock port to flip-flop"
## Yosys cell counts
master / instances / area [um^2]
buf_2: 11 / 55.1
nand4bb_1: 32 / 360
nand2b_1: 32 / 200
mux2i_1: 32 / 320
nor2_1: 35 / 131
and2b_4: 1 / 10.0
o21ai_1: 32 / 160
inv_1: 1 / 3.75
buf_6: 4 / 45.0
edfxtp_1: 32 / 961
o21a_1: 2 / 15.0
clkbuf_1: 6 / 22.5
dfxtp_1: 67 / 1340
buf_12: 3 / 60.1
a21oi_1: 1 / 5.00
## registers in the layout (all words and copies together), names as in the netlist
register / count
PADDR: 32
PENABLE: 1
PSEL: 1
PWRITE: 1
PWDATA: 32
PRDATA_MASTER: 32
## path summary, 6_finish.rpt
kind                       start               end  slack, ps  cells after the start
max                       PREADY          PADDR[1]        -20                      5
min                       PREADY         PADDR[11]        140                      4
max reg2reg             PADDR[4]          PADDR[4]        440                      2
min reg2reg            PWDATA[7]         PWDATA[7]        490                      2
max in group clk1  PWRITE_MASTER  PRDATA_MASTER[9]        680                      3
min in group clk1      PRDATA[7]  PRDATA_MASTER[7]        450                      1
## layout make-up
class | instances | area, um^2
Timing Repair Buffer | 207 | 1950
Clock inverter | 10 | 95.1
Antenna cell | 4 | 10.0
Fill cell | 218 | 480
Tap cell | 96 | 120
Sequential cell | 99 | 2380
Multi-Input combinational cell | 167 | 1290
Inverter | 1 | 7.51
Clock buffer | 43 | 609
## layout by cell type, fill, tap and decap left out, types with 2 or more instances in the layout
| cell | count |
|---|---|
| clkdlybuf4s50_1 | 96 |
| dlygate4sd2_1 | 90 |
| dfxtp_2 | 63 |
| nor2_1 | 35 |
| edfxtp_1 | 32 |
| nand2b_1 | 32 |
| nand4bb_1 | 32 |
| mux2i_1 | 32 |
| o21ai_1 | 21 |
| clkbuf_8 | 21 |
| clkbuf_16 | 11 |
| clkbuf_1 | 10 |
| buf_4 | 8 |
| clkdlybuf4s15_1 | 7 |
| o21ai_4 | 6 |
| o21ai_2 | 5 |
| diode_2 | 4 |
| dfxtp_1 | 4 |
| clkinv_4 | 3 |
| buf_2 | 3 |
| buf_12 | 3 |
| clkinvlp_4 | 2 |
| o21a_1 | 2 |
| inv_6 | 2 |
## per-layer routing
metal / up-vias / GRT usage, % / routed length [um]
li1: 1481 / - / -
met1: 1739 / 54.3 / 6210
met2: 391 / 57.1 / 7480
met3: 127 / 42.8 / 3320
met4: 6 / 44.7 / 1460
met5: - / 11.7 / 106
## logic make-up after synthesis
group                  after synthesis  share of synthesized area [%]
AND/OR/NAND/NOR                    100                           19.0
buffers and inverters               25                           5.05
AND-OR/OR-AND                       35                           4.88
multiplexers                        32                           8.68
flip-flops                          99                           62.4
## stage by stage
step                hold WS (ps)  worst slack, ps
finish                       145            -22.6
floorplan                    177             14.7
detailed placement           141              207
global route                 154            -35.7
CTS                          111             5.68
global placement             141              259
## power by group
group	internal [uW]	leakage [uW]	switching [uW]
combinational	714	0.00140	413
clock	3160	0.000501	2510
sequential	3420	0.000889	231
total	7300	0.00279	3160
## worst max-delay path, cell delays in order
cell       delay [ps]
clkbuf_8          120
clkbuf_16         150
and2b_4           200
clkbuf_8          190
o21ai_1           300
## repair_timing
| item | in CTS | in global routing |
|---|---|---|
| endpoints found under the setup margin | 134 | 7 |
| pin swaps | 3 | 0 |
| gates cloned | 1 | 0 |
| buffers inserted | 7 | 0 |
| resized | 186 | 7 |
Power is estimated from default activity; no workload was simulated.
