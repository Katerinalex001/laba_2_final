<file path="flow/config.mk">
export PLATFORM = sky130hd
export DESIGN_NAME = APB_Square
export DESIGN_NICKNAME = APB_Square
export VERILOG_FILES = /design/flow/design.v
export SDC_FILE = /design/flow/constraint.sdc
export NUM_CORES = 4
export LEC_CHECK = 1
export CORE_UTILIZATION = 40
</file>
<file path="flow/constraint.sdc">
current_design APB_Square

set clk_period 11.8
set clk_io_pct 0.2

create_clock -name clk0 -period $clk_period [get_ports {PCLK}]

set non_clock_inputs [all_inputs -no_clocks]
set_input_delay [expr $clk_period * $clk_io_pct] -clock clk0 $non_clock_inputs
set_output_delay [expr $clk_period * $clk_io_pct] -clock clk0 [all_outputs]
</file>
<file path="flow/design.v">
module APB_Square
#(parameter storona_a_ADDR = 4'h0,   
  parameter storona_b_ADDR = 4'h4,   
  parameter output_reg_ADDR = 4'h8)  
(
    input wire PWRITE,             
    input wire PCLK,               
    input wire PSEL,               
    input wire [31:0] PADDR,       
    input wire [31:0] PWDATA,      
    output reg [31:0] PRDATA = 0,  
    input wire PENABLE,            
    output reg PREADY = 0,         
	  input PRESET                   
);
reg  [31:0] storona_a  = 0;    
reg  [31:0] storona_b  = 0;    
reg  [31:0] output_reg = 0;    
always @(posedge PCLK) 
begin
    if(PRESET)  
	  begin
	    storona_a <= 0;
      storona_b <= 0;
	  end
    else if (PSEL && !PWRITE && PENABLE)  
     begin
        case(PADDR)
         storona_a_ADDR  : PRDATA <= storona_a;   
         storona_b_ADDR  : PRDATA <= storona_b;   
         output_reg_ADDR : PRDATA <= output_reg;  
        endcase
        PREADY <= 1'd1;  
     end
     else if(PSEL && PWRITE && PENABLE)  
     begin
      case(PADDR)
         storona_a_ADDR : storona_a <= PWDATA;   
         storona_b_ADDR : storona_b <= PWDATA;   
      endcase
        PREADY <= 1'd1;  
     end
   if (PREADY)  
    begin
      PREADY <= !PREADY;
    end
  end
always @(storona_a or storona_b) begin  
    if(PRESET)   
	  begin
	    output_reg <= 0;
	  end
    else begin
      output_reg <= storona_a * storona_b;  
    end
end
endmodule
</file>
<file path="flow/run.sh">
#!/bin/bash
# OpenROAD 26Q1-2900-gdf79404cd8, Yosys 0.63+post, stock flow scripts
make -C /OpenROAD-flow-scripts/flow DESIGN_CONFIG=/design/flow/config.mk WORK_HOME=/design/flow/orfs finish
</file>
==> flow_summary.ini <==
; flow metrics
[outcome]
status = finished, final reports clean

[detailed_routing]
first_pass_iters = 6
num_antenna_cells = 0
ant_nets = 0
route.detailed.vias_per_inst = 5.13
routed-via-count = 14500
dr.first_iter.drc_count = 604
wirelength_um = 57300
wire_per_inst_um = 20.2
post_detailed_route_drc_marker_count = 0

[floorplanning]
rows = 80
fp-utilization_pct = 40.9
die_width_um = 224
placeableCoreArea_um2 = 48000
ioPinCount = 102
die_h_um = 224
design.die.area_um2 = 50000

[worst_setup_path]
timing.critical_path.to_type = flop
r2r-end = PRDATA[31]
worstPathArrival_ns = 7.96
timing.rr.start = storona_a[14]
startpoint = storona_a[14]
cp_data_required_time_ns = 11.90
critical_path.startpoint_type = flop
timing.setup.critical_path_class = reg2reg
setup.reg_to_reg.worst_slack_ns = 3.94
ff_to_ff_path_depth = 23
critical_path_peak_fanout = 20

[grt]
pin_count_of_the_biggest_net_entering_global_routing = 67
initial_antenna_violation_count = 0
grt_pass1_wl_um = 91600
number_of_global_route_vias_before_repair = 15700
track_usage_pct = 25.9
grt_remaining_overflow = 0

[timing]
finalWorstPathRequiredPeriod_ns = 7.86
worst_slew_margin_rel_pct = 44.0
skew_ns = 0.0103
timing.final.setup_violations = 0
max_slew.worst_pin.slew_ns = 0.835
post-route-worst-setup-slack_ns = 3.94
rsz0062_at_grt = false
report.final.hold_viol_count = 0
slew_viol_final = 0
fin_tns_setup_ns = 0
min_period_over_period_pct = 66.6
highest_attainable_clock_frequency_ghz = 0.127

[worst_hold_path]
holdCritStartpoint = PREADY
min_path_cells = 1
timing.hold.worst_endpoint = PREADY
worst_hold_path_type = reg2reg

[logic_synthesis]
prevailing_post_synth_register_cell = sky130_fd_sc_hd__dfxtp_1
synth_sequential_area_ratio_pct = 11.5
post_synth_instance_area_um2 = 19600
synth-async-reset-ratio_pct = 0
yosysWarnings = 1
ys_types = 57
synth_flop_count = 97
synth-cells-yosys = 2180
mean_syn_cell_area_um2 = 9.01
netlist_instances = 2180
synth-area-yosys_um2 = 19600
edf_count = 32

[cts]
cts_resized = 0
hold_buffers = 0
cts.htree.levels = 3
setup_fix_buffers_added_after_clock_tree_synthesis = 0
clk_root_buffer_cell = sky130_fd_sc_hd__clkbuf_16
clock_latency_ns = 0.37
clk_sink_count = 97
clock_transition_time_at_the_flip_flop_clock_pins_of_the_worst_setup_and_hold_paths_ns = 0.08
cts_max_path_buffers = 2
tritoncts_buffers = 9
clock_tree_from_tritoncts = done

[final_layout]
syn_to_final_growth_pct = 10.2
layout.cells.non_filler = 2833
ratio_of_cells_with_drive_above_1_in_the_final_layout_pct = 4.01
postLayoutCellArea_um2 = 21600

[place]
portBuffers = 101
place.detailed.hpwl_um = 44100
number_of_instances_in_the_placed_design = 2817
finalWeightedCongestion = 0.945
placement.cell_area_um2 = 21400
preCtsSetupSlack_ns = 3.86

[pwr]
power_per_cell_area_nw_per_um2 = 31.0
cellLeakagePower_uw = 0.00991
power.ir.vdd_worst_uv = 56.9

[job]
timing.max_cap.violations = 0
total_number_of_warnings_across_the_stage_logs = 25
[cells in the final DEF (no fill, tap or decap), types with 4 or more instances in the layout]
cell	instances
sky130_fd_sc_hd__a21o_1	13
sky130_fd_sc_hd__a21oi_1	86
sky130_fd_sc_hd__a221o_1	4
sky130_fd_sc_hd__a22oi_1	23
sky130_fd_sc_hd__a31oi_1	7
sky130_fd_sc_hd__a32oi_1	5
sky130_fd_sc_hd__and2_1	310
sky130_fd_sc_hd__buf_4	56
sky130_fd_sc_hd__clkbuf_16	9
sky130_fd_sc_hd__clkdlybuf4s50_1	100
sky130_fd_sc_hd__dfxtp_1	65
sky130_fd_sc_hd__edfxtp_1	32
sky130_fd_sc_hd__fa_1	408
sky130_fd_sc_hd__ha_1	123
sky130_fd_sc_hd__inv_1	391
sky130_fd_sc_hd__nand2_1	371
sky130_fd_sc_hd__nand2b_1	4
sky130_fd_sc_hd__nand3_1	4
sky130_fd_sc_hd__nor2_1	19
sky130_fd_sc_hd__nor2b_1	4
sky130_fd_sc_hd__nor3_1	6
sky130_fd_sc_hd__nor4_1	8
sky130_fd_sc_hd__o211ai_1	5
sky130_fd_sc_hd__o21ai_0	29
sky130_fd_sc_hd__xnor2_1	62
sky130_fd_sc_hd__xor2_1	18
[worst max path at each step]
stage	to	cells past startpoint	slack (ns)
after CTS	PRDATA[31]	23	3.88
after global routing	PRDATA[31]	23	3.58
final	PRDATA[31]	23	3.94
[through the flow]
step,power (µW),hold slack [ns],utilization [%]
detailed placement,382,0.416,44.4
global route,691,0.449,45.0
CTS,676,0.429,45.0
floorplan,354,0.373,-
finish,670,0.427,45.0
global placement,382,0.415,44.4
[worst max-delay path, cell delays in order, from the launching register on]
cell                        delay (ns)
sky130_fd_sc_hd__dfxtp_1          0.83
sky130_fd_sc_hd__and2_1           0.24
sky130_fd_sc_hd__fa_1             0.41
sky130_fd_sc_hd__inv_1            0.08
sky130_fd_sc_hd__fa_1             0.42
sky130_fd_sc_hd__fa_1             0.48
sky130_fd_sc_hd__fa_1             0.55
sky130_fd_sc_hd__inv_1            0.05
sky130_fd_sc_hd__fa_1             0.50
sky130_fd_sc_hd__inv_1            0.06
sky130_fd_sc_hd__fa_1             0.54
sky130_fd_sc_hd__inv_1            0.06
sky130_fd_sc_hd__fa_1             0.39
sky130_fd_sc_hd__fa_1             0.47
sky130_fd_sc_hd__ha_1             0.37
sky130_fd_sc_hd__nand3_1          0.32
sky130_fd_sc_hd__nor2_1           0.08
sky130_fd_sc_hd__o21ai_0          0.09
sky130_fd_sc_hd__a31oi_1          0.11
sky130_fd_sc_hd__a2111oi_4        0.77
sky130_fd_sc_hd__o21ai_2          0.15
sky130_fd_sc_hd__a31oi_1          0.35
sky130_fd_sc_hd__xnor2_1          0.18
sky130_fd_sc_hd__o21ai_1          0.10
[cell type report]
class | count | area [µm²]
clock buffer | 10 | 229
clock inverter | 6 | 62.6
fill | 4561 | 26400
inverter | 391 | 1470
multi-input combinational | 1557 | 15400
sequential | 97 | 2260
tap | 615 | 769
timing repair buffer | 157 | 1430
[synth_stat cells (all sizes together) (18+ instances only)]
cell type,instances,area [µm²]
fa,408,8170
inv,391,1470
nand2,371,1390
and2,310,1940
clkbuf,133,500
ha,123,1540
a21oi,86,430
dfxtp,65,1300
xnor2,62,543
o21ai,34,181
edfxtp,32,961
a22oi,23,173
nor2,22,85.1
xor2,18,158
[registers in the layout (all words and copies together) (netlist names)]
| register | flops |
|---|---|
| storona_a | 32 |
| storona_b | 32 |
| PREADY | 1 |
| PRDATA | 32 |
[kinds of logic (layout without fill, tap and decap cells)]
logic type      after synthesis  count (layout)  synth area share, %
xor+xnor                     80              80                 3.57
flops                        97              97                 11.5
fa+ha+maj                   531             531                 49.4
buf+inv                     526             564                 10.1
simple gates                741             741                 18.6
mux                           2               2                0.102
compound gates              203             203                 6.74
[per-layer routing]
| metal | share of wire [%] | track usage, % | up-vias |
|---|---|---|---|
| met4 | 2.6 | 5.17 | 0 |
| li1 | - | - | 6588 |
| met3 | 9.1 | 9.15 | 63 |
| met2 | 46 | 39.0 | 545 |
| met5 | 0 | 0.293 | - |
| met1 | 42 | 38.1 | 7337 |
[power by group]
part           switching, µW  total, µW  internal [µW]  leakage (µW)
logic                   11.3       32.2           20.8       0.00903
registers             0.0705        342            342      0.000744
clock network            147        296            148      0.000142
total                    159        670            511       0.00991
Power is estimated from default activity; no workload was simulated.
